==> ./design.v <==
`timescale 1ns / 1ps
module TicTacToe(
input clock,  
     input reset,  
     input play,  
     input pc,  
     input [3:0] computer_position,player_position, 
     output wire [1:0] pos1,pos2,pos3,
     pos4,pos5,pos6,pos7,pos8,pos9,
     output wire[1:0]who 
     );
 wire [15:0] PC_en;
 wire [15:0] PL_en; 
 wire illegal_move;  
 wire win;  
 wire computer_play; 
 wire player_play; 
 wire no_space; 
  position_registers position_reg_unit(
      clock, 
      reset, 
      illegal_move,  
      PC_en[8:0],  
      PL_en[8:0], 
      pos1,pos2,pos3,pos4,pos5,pos6,pos7,pos8,pos9 
      );
 winner_detector win_detect_unit(pos1,pos2,pos3,pos4,pos5,pos6,pos7,pos8,pos9,win,who);
 position_decoder pd1(computer_position,computer_play,PC_en);
 position_decoder pd2(player_position,player_play,PL_en); 
  illegal_move_detector imd_unit(
   pos1,pos2,pos3,pos4,pos5,pos6,pos7,pos8,pos9, 
   PC_en[8:0], PL_en[8:0], 
   illegal_move
   );
 nospace_detector nsd_unit(
   pos1,pos2,pos3,pos4,pos5,pos6,pos7,pos8,pos9, 
   no_space
    ); 
 fsm_controller tic_tac_toe_controller(
     clock,
     reset,
     play, 
     pc,
     illegal_move,
     no_space, 
     win, 
     computer_play,
     player_play 
     );    
endmodule 
module position_registers(
      input clock, 
      input reset, 
      input illegal_move,  
      input [8:0] PC_en,  
      input [8:0] PL_en, 
      output reg[1:0] pos1,pos2,pos3,pos4,pos5,pos6,pos7,pos8,pos9
      );
 always @(posedge clock or posedge reset)
 begin
  if(reset) 
   pos1 <= 2'b00;
  else begin
   if(illegal_move==1'b1)
    pos1 <= pos1; 
   else if(PC_en[0]==1'b1)
    pos1 <= 2'b10;  
   else if (PL_en[0]==1'b1)
    pos1 <= 2'b01; 
   else 
    pos1 <= pos1; 
  end 
 end 
 always @(posedge clock or posedge reset)
 begin
  if(reset) 
   pos2 <= 2'b00;
  else begin
   if(illegal_move==1'b1)
    pos2 <= pos2; 
   else if(PC_en[1]==1'b1)
    pos2 <= 2'b10;  
   else if (PL_en[1]==1'b1)
    pos2 <= 2'b01; 
   else 
    pos2 <= pos2; 
  end 
 end 
 always @(posedge clock or posedge reset)
 begin
  if(reset) 
   pos3 <= 2'b00;
  else begin
   if(illegal_move==1'b1)
    pos3 <= pos3; 
   else if(PC_en[2]==1'b1)
    pos3 <= 2'b10;  
   else if (PL_en[2]==1'b1)
    pos3 <= 2'b01; 
   else 
    pos3 <= pos3; 
  end 
 end  
 always @(posedge clock or posedge reset)
 begin
  if(reset) 
   pos4 <= 2'b00;
  else begin
   if(illegal_move==1'b1)
    pos4 <= pos4; 
   else if(PC_en[3]==1'b1)
    pos4 <= 2'b10;  
   else if (PL_en[3]==1'b1)
    pos4 <= 2'b01; 
   else 
    pos4 <= pos4; 
  end 
 end 
 always @(posedge clock or posedge reset)
 begin
  if(reset) 
   pos5 <= 2'b00;
  else begin
   if(illegal_move==1'b1)
    pos5 <= pos5; 
   else if(PC_en[4]==1'b1)
    pos5 <= 2'b10;  
   else if (PL_en[4]==1'b1)
    pos5 <= 2'b01; 
   else 
    pos5 <= pos5; 
  end 
 end 
 always @(posedge clock or posedge reset)
 begin
  if(reset) 
   pos6 <= 2'b00;
  else begin
   if(illegal_move==1'b1)
    pos6 <= pos6; 
   else if(PC_en[5]==1'b1)
    pos6 <= 2'b10;  
   else if (PL_en[5]==1'b1)
    pos6 <= 2'b01; 
   else 
    pos6 <= pos6; 
  end 
 end 
 always @(posedge clock or posedge reset)
 begin
  if(reset) 
   pos7 <= 2'b00;
  else begin
   if(illegal_move==1'b1)
    pos7 <= pos7; 
   else if(PC_en[6]==1'b1)
    pos7 <= 2'b10;  
   else if (PL_en[6]==1'b1)
    pos7 <= 2'b01; 
   else 
    pos7 <= pos7; 
  end 
 end 
 always @(posedge clock or posedge reset)
 begin
  if(reset) 
   pos8 <= 2'b00;
  else begin
   if(illegal_move==1'b1)
    pos8 <= pos8; 
   else if(PC_en[7]==1'b1)
    pos8 <= 2'b10;  
   else if (PL_en[7]==1'b1)
    pos8 <= 2'b01; 
   else 
    pos8 <= pos8; 
  end 
 end 
 always @(posedge clock or posedge reset)
 begin
  if(reset) 
   pos9 <= 2'b00;
  else begin
   if(illegal_move==1'b1)
    pos9 <= pos9; 
   else if(PC_en[8]==1'b1)
    pos9 <= 2'b10;  
   else if (PL_en[8]==1'b1)
    pos9 <= 2'b01; 
   else 
    pos9 <= pos9; 
  end 
 end  
endmodule 
module fsm_controller(
     input clock, 
     input reset, 
     play,  
     pc, 
     illegal_move, 
     no_space,  
     win,  
     output reg computer_play,  
     player_play  
     );
parameter IDLE=2'b00;
parameter PLAYER=2'b01;
parameter COMPUTER=2'b10;
parameter GAME_DONE=2'b11;
reg[1:0] current_state, next_state;
always @(posedge clock or posedge reset) 
begin 
 if(reset)
  current_state <= IDLE;
 else 
  current_state <= next_state;
end 
always @(*)
 begin
 case(current_state)
 IDLE: begin 
  if(reset==1'b0 && play == 1'b1)
   next_state <= PLAYER;  
  else 
   next_state <= IDLE;
  player_play <= 1'b0;
  computer_play <= 1'b0;
 end 
 PLAYER:begin 
  player_play <= 1'b1;
  computer_play <= 1'b0;
  if(illegal_move==1'b0)
   next_state <= COMPUTER;  
  else 
   next_state <= IDLE;
 end 
 COMPUTER:begin 
  player_play <= 1'b0;
  if(pc==1'b0) begin 
   next_state <= COMPUTER;
   computer_play <= 1'b0;
  end
  else if(win==1'b0 && no_space == 1'b0)
  begin 
   next_state <= IDLE;
   computer_play <= 1'b1; 
  end 
  else if(no_space == 1 || win ==1'b1)
  begin 
   next_state <= GAME_DONE;  
   computer_play <= 1'b1; 
  end  
 end 
 GAME_DONE:begin  
  player_play <= 1'b0;
  computer_play <= 1'b0; 
  if(reset==1'b1) 
   next_state <= IDLE; 
  else 
   next_state <= GAME_DONE;  
 end 
 default: next_state <= IDLE; 
 endcase
 end
endmodule 
module nospace_detector(
   input [1:0] pos1,pos2,pos3,pos4,pos5,pos6,pos7,pos8,pos9, 
   output wire no_space
    );
wire temp1,temp2,temp3,temp4,temp5,temp6,temp7,temp8,temp9;
assign temp1 = pos1[1] | pos1[0];
assign temp2 = pos2[1] | pos2[0];
assign temp3 = pos3[1] | pos3[0];
assign temp4 = pos4[1] | pos4[0];
assign temp5 = pos5[1] | pos5[0];
assign temp6 = pos6[1] | pos6[0];
assign temp7 = pos7[1] | pos7[0];
assign temp8 = pos8[1] | pos8[0];
assign temp9 = pos9[1] | pos9[0];
assign no_space =((((((((temp1 & temp2) & temp3) & temp4) & temp5) & temp6) & temp7) & temp8) & temp9);
endmodule 
module illegal_move_detector(
   input [1:0] pos1,pos2,pos3,pos4,pos5,pos6,pos7,pos8,pos9, 
   input [8:0] PC_en, PL_en, 
   output wire illegal_move
   );
wire temp1,temp2,temp3,temp4,temp5,temp6,temp7,temp8,temp9;
wire temp11,temp12,temp13,temp14,temp15,temp16,temp17,temp18,temp19;
wire temp21,temp22;
assign temp1 = (pos1[1] | pos1[0]) & PL_en[0];
assign temp2 = (pos2[1] | pos2[0]) & PL_en[1];
assign temp3 = (pos3[1] | pos3[0]) & PL_en[2];
assign temp4 = (pos4[1] | pos4[0]) & PL_en[3];
assign temp5 = (pos5[1] | pos5[0]) & PL_en[4];
assign temp6 = (pos6[1] | pos6[0]) & PL_en[5];
assign temp7 = (pos7[1] | pos7[0]) & PL_en[6];
assign temp8 = (pos8[1] | pos8[0]) & PL_en[7];
assign temp9 = (pos9[1] | pos9[0]) & PL_en[8];
assign temp11 = (pos1[1] | pos1[0]) & PC_en[0];
assign temp12 = (pos2[1] | pos2[0]) & PC_en[1];
assign temp13 = (pos3[1] | pos3[0]) & PC_en[2];
assign temp14 = (pos4[1] | pos4[0]) & PC_en[3];
assign temp15 = (pos5[1] | pos5[0]) & PC_en[4];
assign temp16 = (pos6[1] | pos6[0]) & PC_en[5];
assign temp17 = (pos7[1] | pos7[0]) & PC_en[6];
assign temp18 = (pos8[1] | pos8[0]) & PC_en[7];
assign temp19 = (pos9[1] | pos9[0]) & PC_en[8];
assign temp21 =((((((((temp1 | temp2) | temp3) | temp4) | temp5) | temp6) | temp7) | temp8) | temp9);
assign temp22 =((((((((temp11 | temp12) | temp13) | temp14) | temp15) | temp16) | temp17) | temp18) | temp19);
assign illegal_move = temp21 | temp22 ;
endmodule 
module position_decoder(input[3:0] in, input enable, output wire [15:0] out_en);
 reg[15:0] temp1;
 assign out_en = (enable==1'b1)?temp1:16'd0;
 always @(*)
 begin
 case(in)
 4'd0: temp1 <= 16'b0000000000000001;
 4'd1: temp1 <= 16'b0000000000000010; 
 4'd2: temp1 <= 16'b0000000000000100;
 4'd3: temp1 <= 16'b0000000000001000;
 4'd4: temp1 <= 16'b0000000000010000;
 4'd5: temp1 <= 16'b0000000000100000;
 4'd6: temp1 <= 16'b0000000001000000;
 4'd7: temp1 <= 16'b0000000010000000;
 4'd8: temp1 <= 16'b0000000100000000;
 4'd9: temp1 <= 16'b0000001000000000;
 4'd10: temp1 <= 16'b0000010000000000;
 4'd11: temp1 <= 16'b0000100000000000;
 4'd12: temp1 <= 16'b0001000000000000;
 4'd13: temp1 <= 16'b0010000000000000;
 4'd14: temp1 <= 16'b0100000000000000;
 4'd15: temp1 <= 16'b1000000000000000;
 default: temp1 <= 16'b0000000000000001; 
 endcase 
end 
endmodule 
module winner_detector(input [1:0] pos1,pos2,pos3,pos4,pos5,pos6,pos7,pos8,pos9, output wire winner, output wire [1:0]who);
wire win1,win2,win3,win4,win5,win6,win7,win8;
wire [1:0] who1,who2,who3,who4,who5,who6,who7,who8;
winner_detect u1(pos1,pos2,pos3,win1,who1); 
winner_detect u2(pos4,pos5,pos6,win2,who2); 
winner_detect u3(pos7,pos8,pos9,win3,who3); 
winner_detect u4(pos1,pos4,pos7,win4,who4); 
winner_detect u5(pos2,pos5,pos8,win5,who5); 
winner_detect u6(pos3,pos6,pos9,win6,who6); 
winner_detect u7(pos1,pos5,pos9,win7,who7); 
winner_detect u8(pos3,pos5,pos6,win8,who8); 
assign winner = (((((((win1 | win2) | win3) | win4) | win5) | win6) | win7) | win8);
assign who = (((((((who1 | who2) | who3) | who4) | who5) | who6) | who7) | who8);
endmodule 
module winner_detect(input [1:0] pos0,pos1,pos2, output wire winner, output wire [1:0]who);
wire [1:0] temp0,temp1,temp2;
wire temp3;
assign temp0[1] = !(pos0[1]^pos1[1]);
assign temp0[0] = !(pos0[0]^pos1[0]);
assign temp1[1] = !(pos2[1]^pos1[1]);
assign temp1[0] = !(pos2[0]^pos1[0]);
assign temp2[1] = temp0[1] & temp1[1];
assign temp2[0] = temp0[0] & temp1[0];
assign temp3 = pos0[1] | pos0[0];
assign winner = temp3 & temp2[1] & temp2[0];
assign who[1] = winner & pos0[1];
assign who[0] = winner & pos0[0];
endmodule
==> ./run.sh <==
#!/bin/bash
# OpenROAD 26Q1-2900-gdf79404cd8, Yosys 0.63+post, stock flow scripts
make -C /OpenROAD-flow-scripts/flow DESIGN_CONFIG=/design/flow/config.mk WORK_HOME=/design/flow/orfs finish
==> ./config.mk <==
export PLATFORM = sky130hd
export DESIGN_NAME = TicTacToe
export DESIGN_NICKNAME = TicTacToe
export VERILOG_FILES = /design/flow/design.v
export SDC_FILE = /design/flow/constraint.sdc
export NUM_CORES = 4
export LEC_CHECK = 1
export CORE_UTILIZATION = 40
==> ./constraint.sdc <==
current_design TicTacToe

set clk_period 3.0
set clk_io_pct 0.2

create_clock -name clk0 -period $clk_period [get_ports {clock}]

set non_clock_inputs [all_inputs -no_clocks]
set_input_delay [expr $clk_period * $clk_io_pct] -clock clk0 $non_clock_inputs
set_output_delay [expr $clk_period * $clk_io_pct] -clock clk0 [all_outputs]
==> load_flow_metrics.sql <==
-- metrics for the results database
INSERT INTO impl_metrics (metric_group, metric, value, unit) VALUES
('layout', 'final_core_util', '55.9', '%'),
('timing', 'clock_skew', '7.42', 'ps'),
('timing', 'max-slew-margin-rel', '46.2', '%'),
('timing', 'unclocked_pins', '3', ''),
('critical_path', 'critical_path.max_stage_delay', '450', 'ps'),
('min_path', 'hold_class', 'flop to flop', ''),
('logic_synthesis', 'mappedNetlistArea', '0.00164', 'sq mm'),
('critical_path', 'setup_slack_of_the_worst_register_to_register_path', '560', 'ps'),
('timing', 'maxSlewViolCount', '0', ''),
('critical_path', 'crit_required', '2400', 'ps'),
('layout', 'fillerInstances', '338', ''),
('route', 'remaining_drc_errors', '0', ''),
('place', 'globalplace.congestion', '0.917', ''),
('logic_synthesis', 'netlist-cell-type-count', '54', ''),
('timing', 'hold_violations', '0', ''),
('logic_synthesis', 'netlist.top_cell.by_area', 'sky130_fd_sc_hd__dfrtp_1', ''),
('logic_synthesis', 'yosys.area.top_type_share', '30.5', '%'),
('layout', 'area.combinational', '0.00100', 'sq mm'),
('logic_synthesis', 'area_figure_in_the_yosys_stat_output', '0.00164', 'sq mm'),
('route', 'ant_nets', '0', ''),
('timing', 'final_worst_path_cycle_share', '96.9', '%'),
('place', 'dp.final_hpwl', '3.56', 'mm'),
('critical_path', 'crit_path_end_kind', 'output pin', ''),
('floorplan', 'fp.dieW', '66.0', 'microns'),
('clocking', 'cts_tree', 'yes', ''),
('place', 'area_of_placed_instances', '0.00200', 'sq mm'),
('pwr', 'leakage', '0.942', 'nW'),
('timing', 'final.min_clock_period', '2910', 'ps'),
('place', 'dp_slack', '-37.7', 'ps'),
('route', 'route.vias.total', '1696', ''),
('floorplan', 'core_region_area', '0.00380', 'sq mm'),
('clocking', 'cts_buffers', '3', ''),
('floorplan', 'die_height', '66.0', 'microns'),
('route', 'drt_first_iter_violations', '95', ''),
('layout', 'register_area', '554', 'sq um'),
('job', 'openroad.warnings', '25', ''),
('critical_path', 'reg2regPathDepth', '10', ''),
('logic_synthesis', 'synth_top_flop_cell', 'sky130_fd_sc_hd__dfrtp_1', ''),
('grt', 'first_global_vias', '1511', ''),
('clocking', 'clk-insertion-delay-late', '250', 'ps'),
('timing', 'fin_worst_hold_slack', '565', 'ps'),
('logic_synthesis', 'syn-mean-instance-area', '8.68', 'sq um'),
('route', 'dr.pass1.iters', '4', ''),
('logic_synthesis', 'top_cells_by_area', 'sky130_fd_sc_hd__dfrtp_1 (31%), sky130_fd_sc_hd__nor3_1 (4.3%), sky130_fd_sc_hd__and3_1 (4.2%)', ''),
('critical_path', 'worstPathArrival', '2310', 'ps'),
('critical_path', 'slowest_stage', 'sky130_fd_sc_hd__dfrtp_2', ''),
('critical_path', 'timing.setup.critical_path_class', 'flop to output pin', ''),
('pwr', 'vdd_ir_drop_max', '0.190', 'mV'),
('grt', 'grt_pass1_wl', '7.62', 'mm'),
('route', 'num_antenna_cells', '0', ''),
('critical_path', 'critical_path.top_delay_family', 'simple AND/OR/NAND/NOR gates', ''),
('grt', 'grt_start_max_net_pins', '23', ''),
('route', 'routed_wire_length_per_instance', '17.2', 'microns'),
('timing', 'untimed_endpoints', '3', ''),
('grt', 'overflow', '0', ''),
('min_path', 'hold_path_depth', '1', ''),
('clocking', 'clk_pin_slew_worst_paths', '70', 'ps'),
('critical_path', 'cp_cell_sequence', 'and3_1 -> o22ai_2 -> a21oi_1 -> or3_4 -> a221o_1 -> clkdlybuf4s50_1', ''),
('run_status', 'run_status', 'completed', ''),
('timing', 'post-route-worst-setup-slack', '93.1', 'ps'),
('floorplan', 'io_pins', '32', ''),
('grt', 'global_route.usage.total', '24.0', '%'),
('clocking', 'max-clock-path-buffers', '2', ''),
('logic_synthesis', 'synthCells', '189', ''),
('floorplan', 'fp-row-count', '22', ''),
('layout', 'finalInstanceArea', '0.00212', 'sq mm'),
('clocking', 'clk_root_buffer_cell', 'sky130_fd_sc_hd__clkbuf_8', ''),
('layout', 'area.growth.synth_to_final', '29.5', '%'),
('route', 'totalWireLength', '4.76', 'mm'),
('clocking', 'ctsHtreeMaxLevel', '1', '');
## placed cells by master, fill, tap and decap left out, drive strengths merged, types with 2 or more instances in the layout
cell type	netlist	layout
o31ai	2	2
and3	11	11
nand2b	4	4
nor3	15	15
nor4	2	2
a41oi	5	5
a221o	2	2
nand3	9	9
o21bai	4	4
or3	4	4
buf	10	18
a21o	2	2
nor2	15	15
clkbuf	5	3
clkdlybuf4s50	0	31
mux4	2	2
o22ai	2	2
dfrtp	20	20
nand2	11	11
conb	1	3
inv	6	6
nor4b	2	2
a211oi	3	3
and2	3	3
a41o	5	5
a31o	2	2
nand3b	2	2
nor2b	8	8
dlxtn	3	3
o21ai	8	8
a31oi	5	5
a21oi	4	4
## power by group
group	switching (mW)	total, mW	internal, mW
clock	0.0800	0.169	0.0891
combinational	0.154	0.377	0.223
sequential	0.0864	0.400	0.314
total	0.320	0.946	0.626
## final timing paths
path                                                         start                                      end
max                                      position_reg_unit.pos1[0]                                   who[0]
min                                      position_reg_unit.pos1[1]                position_reg_unit.pos1[1]
max reg2reg                tic_tac_toe_controller.current_state[0]  tic_tac_toe_controller.current_state[1]
min reg2reg                              position_reg_unit.pos1[1]                position_reg_unit.pos1[1]
max in group asynchronous                                    reset                position_reg_unit.pos9[0]
min in group asynchronous                                    reset                position_reg_unit.pos2[0]
## cell type report
type	instances	area share [%]
flip-flops and latches	23	26.1
well taps	48	2.83
inverters	6	1.06
repair buffers	49	21.0
multi-input cells	147	47.1
clock buffers	3	1.94
## timing repair
action                                  4_1_cts  5_1_grt
pin swaps                                     0        1
hold endpoints to repair                      0        0
buffers inserted                              0        8
endpoints found under the setup margin        2        3
resized                                       4        6
## metal layers
layer  track usage [%]  up-vias  share of wire (%)
met4              2.66        0                1.1
met1              39.0      821                 46
met3              2.45        6                7.0
li1                  -      793                  -
met5                 0        -                  0
met2              36.6       76                 46
## logic make-up after synthesis
logic type	count (synthesis)	synth area share (%)
compound gates	49	23.3
mux	2	2.75
flops	20	30.5
buf+inv	21	7.02
latches	3	2.75
simple gates	93	33.4
other cells	1	0.229
## cell usage after synthesis (2+ instances only)
| cell | n |
|---|---|
| sky130_fd_sc_hd__nor4_1 | 2 |
| sky130_fd_sc_hd__nand2b_1 | 4 |
| sky130_fd_sc_hd__o21bai_1 | 4 |
| sky130_fd_sc_hd__buf_6 | 3 |
| sky130_fd_sc_hd__or3_1 | 4 |
| sky130_fd_sc_hd__dfrtp_1 | 20 |
| sky130_fd_sc_hd__nor4b_1 | 2 |
| sky130_fd_sc_hd__nor2_1 | 13 |
| sky130_fd_sc_hd__a221o_1 | 2 |
| sky130_fd_sc_hd__and2_1 | 2 |
| sky130_fd_sc_hd__o21ai_1 | 2 |
| sky130_fd_sc_hd__nand2_1 | 11 |
| sky130_fd_sc_hd__a21oi_1 | 4 |
| sky130_fd_sc_hd__o22ai_1 | 2 |
| sky130_fd_sc_hd__buf_4 | 2 |
| sky130_fd_sc_hd__a41oi_1 | 4 |
| sky130_fd_sc_hd__nor2b_1 | 6 |
| sky130_fd_sc_hd__and3_1 | 11 |
| sky130_fd_sc_hd__o21ai_0 | 6 |
| sky130_fd_sc_hd__clkbuf_1 | 5 |
| sky130_fd_sc_hd__a21o_1 | 2 |
| sky130_fd_sc_hd__nor3_1 | 14 |
| sky130_fd_sc_hd__a211oi_1 | 2 |
| sky130_fd_sc_hd__a31oi_1 | 5 |
| sky130_fd_sc_hd__mux4_2 | 2 |
| sky130_fd_sc_hd__a41o_1 | 5 |
| sky130_fd_sc_hd__o31ai_1 | 2 |
| sky130_fd_sc_hd__dlxtn_1 | 3 |
| sky130_fd_sc_hd__buf_2 | 5 |
| sky130_fd_sc_hd__nand3b_1 | 2 |
| sky130_fd_sc_hd__a31o_1 | 2 |
| sky130_fd_sc_hd__nand3_1 | 9 |
| sky130_fd_sc_hd__inv_1 | 6 |
## through the flow
| stage | cells | TNS [ps] |
|---|---|---|
| floorplan | 191 | 0 |
| global placement | 265 | 0 |
| detailed placement | 265 | -37.7 |
| CTS | 268 | 0 |
| global route | 276 | 0 |
| finish | 276 | 0 |
## worst reg2reg max path, cell delays in order, from the launching register on
cell and delay (ps):
sky130_fd_sc_hd__dfrtp_1 400, sky130_fd_sc_hd__nand2b_1 170, sky130_fd_sc_hd__nor2_1 50, sky130_fd_sc_hd__dlxtn_1 230, sky130_fd_sc_hd__nor2b_1 150, sky130_fd_sc_hd__nor2b_1 150, sky130_fd_sc_hd__o31a_1 140, sky130_fd_sc_hd__a211oi_4 350
sky130_fd_sc_hd__nand2_2 180, sky130_fd_sc_hd__o221ai_1 230, sky130_fd_sc_hd__dlxtn_1 350
No activity file was given, so power comes from the tool's default toggle rates.
